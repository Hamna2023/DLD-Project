<file path="./design.v">
module updateclk(clk,updateclock,count);
  input clk;
  output reg updateclock;
  output reg[21:0] count;
  always @ (posedge clk)
    begin
      if (count<2000000)
        begin
          count<=count+1;
          updateclock<=0;
        end
      else
        begin
          count<=0;
          updateclock<=1;
        end
    end
endmodule
</file>
<file path="./run.sh">
#!/bin/bash
# OpenROAD 26Q1-2900-gdf79404cd8, Yosys 0.63+post, stock flow scripts
make -C /OpenROAD-flow-scripts/flow DESIGN_CONFIG=/design/flow/config.mk WORK_HOME=/design/flow/orfs finish
</file>
<file path="./config.mk">
export PLATFORM = sky130hd
export DESIGN_NAME = updateclk
export DESIGN_NICKNAME = updateclk
export VERILOG_FILES = /design/flow/design.v
export SDC_FILE = /design/flow/constraint.sdc
export NUM_CORES = 4
export LEC_CHECK = 1
export CORE_AREA = 10 10 100 100
export DIE_AREA = 0 0 110 110
</file>
<file path="./constraint.sdc">
current_design updateclk

set clk_period 4.6
set clk_io_pct 0.2

create_clock -name clk0 -period $clk_period [get_ports {clk}]

set non_clock_inputs [all_inputs -no_clocks]
set_input_delay [expr $clk_period * $clk_io_pct] -clock clk0 $non_clock_inputs
set_output_delay [expr $clk_period * $clk_io_pct] -clock clk0 [all_outputs]
</file>
==> flow_summary.json <==
{
  "status": "complete, no violations",
  "cts_tree": "done",
  "crit_cells": 1,
  "grt_antenna_before_repair": 0,
  "hold_viol": 0,
  "grt_max_degree": 17,
  "setup_viol": 0,
  "comb_power_share_pct": 13.0,
  "ctsResizeCount": 0,
  "power.internal_uw": 309,
  "dp_hpwl_um": 2020,
  "chipArea_um2": 12100,
  "netlist_area_um2": 977,
  "adder_share_pct": 1.28,
  "wirelength_um": 2580,
  "switchingPower_uw": 101,
  "crit_type": "reg -> out",
  "fin_crit_ns": 2.18,
  "slowest_stage": "clkdlybuf4s50_1",
  "skew_ns": 0.00286,
  "ir_drop_uv": 107,
  "ff2ff_path_depth": 4,
  "critPathLaunchType": "flop",
  "viasPerCell": 3.63,
  "n_antenna_cell": 0,
  "topCombFamilyByArea": "simple AND/OR/NAND/NOR gates",
  "drt-initial-drc-count": 48,
  "critPathTopFamily": "buffers and inverters",
  "drt-pass1-iter-count": 4,
  "ios": 24,
  "warning_count": 25,
  "grt_pass1_wl_um": 4050,
  "logic_area_um2": 482,
  "syn_inst": 113,
  "cts.sinks": 23,
  "gr-total-overflow": 0,
  "simple_gate_area_share_pct": 25.9,
  "cts_buffers": 3,
  "p_clk_share_pct": 30.7,
  "required_ns": 3.68,
  "maxSlewViolCount": 0,
  "max_cap_violations": 0,
  "core_um2": 7810,
  "die_h_um": 110,
  "swShare_pct": 24.6,
  "gp_congestion": 0.778,
  "hold_path.class": "reg -> reg",
  "ys_chip_area_um2": 977,
  "crit_arrival_ns": 1.26,
  "grtUsageTotal_pct": 4.24,
  "synth_cell_type_count": 26,
  "cts_hold_buffers": 0,
  "grt_pass1_vias": 760,
  "seqPwrFrac_pct": 56.3,
  "power_density_nw_per_um2": 298,
  "slew_headroom_pct": 58.2,
  "drive_above_1_share_pct": 7.97,
  "drcViolationCount": 0,
  "rows": 32,
  "crit_chain": "clkdlybuf4s50_1",
  "period_used_pct": 47.4,
  "fillers": 864,
  "worstMarginPinSlew_ns": 0.621,
  "register_area_um2": 460,
  "rsz0062_at_grt": "no",
  "cts_buffer_depth": 2,
  "die_w_um": 110,
  "wl_per_cell_um": 10.7,
  "crit_path_max_fanout": 7,
  "numPortBuffers": 23,
  "cts_setup_buffers": 0,
  "numSynthFlops": 23,
  "max_freq_mhz": 458,
  "critPathMaxStageDelay_ns": 0.52,
  "clock_latency_ns": 0.26,
  "whs_path_depth": 1,
  "tns_ns": 0,
  "via_count": 872,
  "clkTransAtPathRegs_ns": 0.08,
  "ant_nets": 0,
  "aoi_share_pct": 9.22,
  "xor_area_share_pct": 12.5,
  "power_leakage_uw": 0.000418,
  "ys_sh_mux_pct": 0,
  "yosys_cells": 113,
  "endpoint_kind": "primary output",
  "clock-root-buffer": "clkbuf_8",
  "synth_warnings": 1,
  "path_buffers": 1,
  "power_uw": 410,
  "syn_area_per_cell_um2": 8.65,
  "htreeDepth": 1,
  "area_growth_pct": 40.8,
  "ys_seq_share_pct": 47.1,
  "fp_util_pct": 12.5
}
worst paths after layout:
check,start,endpoint,slack [ns]
max,count[14]$_SDFF_PP0_,count[14],2.42
min,count[0]$_SDFF_PP0_,count[0]$_SDFF_PP0_,0.48
max reg2reg,count[2]$_SDFF_PP0_,count[19]$_SDFF_PP0_,2.65
min reg2reg,count[0]$_SDFF_PP0_,count[0]$_SDFF_PP0_,0.48
cells by family after synthesis:
group | Yosys count
buffers and inverters | 9
adders and majority gates | 1
and+or+nand+nor | 52
AOI/OAI and AO/OA | 13
xor gates and xnor gates | 14
DFF | 23
other | 1
power by group through the flow:
stage	Combinational (uW)	Clock [uW]	Sequential, uW
final	53.2	126	231
after global routing	63.4	142	235
after CTS	55.7	131	232
state kept, by name, summed over array words and instances, names as in the netlist:
signal,flops
count,22
updateclock,1
cell usage after synthesis, drive strengths merged:
cell | n | area [um2]
o21ba | 1 | 10.0
a31o | 2 | 17.5
a21oi | 5 | 25.0
buf | 1 | 5.00
xor2 | 1 | 8.76
nor2 | 22 | 82.6
nand3 | 6 | 35.0
nor4 | 6 | 37.5
nor2b | 1 | 6.26
o31a | 2 | 18.8
dfxtp | 23 | 460
or3 | 2 | 12.5
xnor2 | 13 | 114
nor3 | 3 | 15.0
inv | 6 | 22.5
conb | 1 | 3.75
nand2 | 5 | 18.8
ha | 1 | 12.5
a41oi | 1 | 8.76
or2 | 1 | 6.26
clkbuf | 2 | 7.51
nand4 | 5 | 31.3
or4 | 1 | 7.51
o21ai | 2 | 10.0
layout by cell type (no fill, tap or decap), drive strengths merged, types with 3 or more instances in the layout:
master,instances
nand4,5
nand3,6
dfxtp,23
xnor2,13
clkdlybuf4s50,23
clkbuf,3
nor3,3
nor2,22
nor4,6
inv,6
nand2,5
a21oi,5
final cells by class:
cell class              count  area share [%]
multi-input cells          81            35.0
flip-flops and latches     23            33.5
repair buffers             24            17.3
well taps                 102            9.27
clock buffers               3            3.00
inverters                   6            1.64
clock inverters             1           0.364
through the flow:
stage / instances / setup slack (ns) / util, % / hold WS, ns / instance area (um2)
6_report: 240 / 2.42 / 17.6 / 0.484 / 1380
5_1_grt: 240 / 2.34 / 17.6 / 0.539 / 1380
4_1_cts: 240 / 2.42 / 17.6 / 0.491 / 1380
3_5_place_dp: 236 / 2.69 / 17.0 / 0.471 / 1330
3_3_place_gp: 236 / 2.68 / 17.0 / 0.456 / 1330
2_1_floorplan: 113 / 2.90 / - / 0.430 / 977
per-layer routing:
metal	routed length, um	track usage [%]
met1	1170	5.83
met2	1030	5.93
met3	355	2.41
met4	12	0.279
met5	0	0
No activity file was given, so power comes from the tool's default toggle rates.
