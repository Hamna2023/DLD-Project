===== flow/config.mk =====
export PLATFORM = sky130hd
export DESIGN_NAME = random_prey
export DESIGN_NICKNAME = random_prey
export VERILOG_FILES = /design/flow/design.v
export SDC_FILE = /design/flow/constraint.sdc
export NUM_CORES = 4
export LEC_CHECK = 1
export CORE_AREA = 10 10 72 72
export DIE_AREA = 0 0 82 82

===== flow/design.v =====
module random_prey(clk_d, rand_X, rand_Y,updateclock);
	input clk_d, updateclock ;
	output reg [9:0]rand_X= 70;
	output reg [8:0]rand_Y=90;
  always@(posedge clk_d)
	begin
	rand_X= rand_X +30;
	if(rand_X >= 570)
		begin
		rand_X = 40 ;
		end
	end
  always @(posedge updateclock)
	begin
	rand_Y=rand_Y+20 ;
	if(rand_Y >= 400)
		begin
		rand_Y = 40 ;
		end
	end	
endmodule

===== flow/run.sh =====
#!/bin/bash
# OpenROAD 26Q1-2900-gdf79404cd8, Yosys 0.63+post, stock flow scripts
make -C /OpenROAD-flow-scripts/flow DESIGN_CONFIG=/design/flow/config.mk WORK_HOME=/design/flow/orfs finish

===== flow/constraint.sdc =====
current_design random_prey

set clk_period 3.8
set clk_io_pct 0.2

create_clock -name clk0 -period $clk_period [get_ports {clk_d}]
create_clock -name clk1 -period $clk_period [get_ports {updateclock}]

set non_clock_inputs [all_inputs -no_clocks]
set_input_delay [expr $clk_period * $clk_io_pct] -clock clk0 $non_clock_inputs
set_output_delay [expr $clk_period * $clk_io_pct] -clock clk0 [all_outputs]

==> reports/metrics.yaml <==
floorplanning:
  rows: 22
  io_pins: 21
  die_y_um: 82
  die_width_um: 82
  die-area_um2: 6720
  floorplan.core_util_pct: 24.0
  core_area_um2: 3690
flow_run:
  cap_violations: 0
  warnings: 27
pwr:
  power_density_nw_per_um2: 333
  vdd_drop_max_uv: 92.5
  p_leak_nw: 0.459
yosys:
  avgSynthCellArea_um2: 9.53
  ys_chip_area_um2: 886
  xor_share_pct: 7.91
  adder_share_pct: 4.24
  yosys_most_used_dff: "dfxtp_1"
  synth_warnings: 1
  synth_cell_type_count: 41
  synthAoiAreaFrac_pct: 21.0
  yosysMostFrequentCell: "dfxtp_1"
  yosysTopAreaCell: "dfxtp_1"
  simple_gate_share_pct: 22.3
  topCombFamilyByArea: "simple AND/OR/NAND/NOR gates"
  syn_inst: 93
  synth_area_um2: 886
  common_cells: "16 x dfxtp_1, 7 x nor2_1, 5 x a21oi_1, 5 x o21ai_0"
  mux_share_pct: 1.13
  synth_stat.cells: 93
  ys_seq_share_pct: 39.5
  synth-edff-count: 1
  async_reset_ff_share_pct: 0
  synth_flops: 17
  synth.area.top_cells: "dfxtp_1 36%, ha_1 4.2%, xnor2_1 4.0%, xor2_1 4.0%, edfxtp_1 3.4%"
  top_area_share_pct: 36.2
final_timing:
  tightest_slew_ns: 0.546
  rsz0062_at_grt: "no"
  setup_viol_count_final: 0
  max_slew_margin_pct: 63.4
  finalMaxSlewViolations: 0
  hold_viol_final: 0
  fin_setup_tns_ns: 0
  finalClockSkew_ns: 0.00527
final_layout:
  fill_cells: 397
  final_core_util_pct: 32.5
  drive_above_1_share_pct: 11.9
  area_growth_pct: 35.5
  final_area_um2: 1200
routing:
  viasPerCell: 4.57
  remaining_drc_errors: 0
  drt_iter0_markers: 39
  wl_per_cell_um: 12.0
  dr.pass1.iters: 4
  ant_nets: 0
  vias: 758
  wl_um: 1990
  wl_met2_um: 1060
  maxUsedRoutingLayer: "met4"
  wl_met1_um: 833
  wl_met3_um: 51
  n_antenna_cell: 0
worst_setup_path:
  crit_type: "flop to flop"
  cp-end-kind: "flop"
  start_kind: "flop"
  worst_ep_arrival_time_ns: 2.22
  crit_family: "AND-OR/OR-AND gates"
  path_cells: "inv_1 > ha_1 > nor3b_2 > o31ai_1 > nand2_1 > a211o_1"
  slowest_stage: "o31ai_1"
  worstPathRequired_ns: 3.92
  reg2reg_depth: 6
  crit_cells: 6
  slowest_delay_ns: 0.47
  critical_path.startpoint: "rand_X[1]"
  worst_r2r_startpoint: "rand_X[1]"
  cp_max_fo: 8
  cp_num_buf_inv: 1
clock_tree:
  clkSlewWorstSetupHoldPaths_ns: 0.05
  ctsHoldBuffers: 0
  post-cts-setup-buffers: 0
  cts_tree: "yes"
  cts.sinks: 17
  ctsResizeCount: 0
global_routing:
  antenna_found_initial: 0
  grt_pass1_wl_um: 3370
  track_usage_pct: 6.11
  grt_pass1_vias: 740
  overflow: 0
  grt_max_degree: 9
placed_design:
  dp.final_hpwl_um: 1470
  io_buffers: 17
  gp_congestion: 0.813
  placed_area_um2: 1110
hold_path:
  worstHoldPathCells: 1
  worstHoldStart: "rand_X[9]"
  hold_path_class: "flop to flop"
run_status:
  status: "completed"
-- state kept, by name (all words and copies together), names as in the netlist --
name and flops:
rand_Y 8, rand_X 9
-- cell type report --
class | count | area (um2) | area share (%)
Multi-Input combinational cell | 72 | 513 | 42.8
Sequential cell | 17 | 350 | 29.2
Timing Repair Buffer | 17 | 170 | 14.2
Clock buffer | 7 | 86.3 | 7.19
Tap cell | 48 | 60.1 | 5.01
Inverter | 4 | 15.0 | 1.25
Clock inverter | 1 | 5.00 | 0.417
-- metal layers --
| metal | up-vias | GRT usage (%) |
|---|---|---|
| li1 | 388 | - |
| met1 | 352 | 7.08 |
| met2 | 14 | 10.6 |
| met3 | 4 | 1.76 |
| met4 | 0 | 2.04 |
| met5 | - | 0 |
-- worst paths after layout --
kind,slack (ns),end
max,1.70,rand_X[3]
min,0.50,rand_X[7]
max reg2reg,1.70,rand_X[3]
min reg2reg,0.50,rand_X[7]
max in group clk1,1.96,rand_Y[1]
min in group clk1,0.50,rand_Y[2]
-- logic make-up (layout without fill, tap and decap cells) --
group / after synthesis / in the layout
simple gates: 33 / 33
compound gates: 24 / 24
flops: 17 / 17
xor+xnor: 8 / 8
buf+inv: 6 / 29
fa+ha+maj: 3 / 3
other cells: 1 / 3
mux: 1 / 1
-- report_power, final --
| group | internal [mW] | switching, mW |
|---|---|---|
| registers | 0.181 | 0 |
| logic | 0 | 0.000212 |
| clock network | 0.144 | 0.0740 |
| total | 0.325 | 0.0742 |
-- worst register-to-register path, cell delays in order (launching register included) --
cell     delay (ns)
dfxtp_1        0.45
inv_1          0.12
ha_1           0.25
nor3b_2        0.21
o31ai_1        0.47
nand2_1        0.20
a211o_1        0.29
-- metrics by stage --
step / hold WS [ns] / setup WS (ns) / total power, mW / std cells
after floorplan: 0.405 / 1.96 / 0.185 / 95
after global placement: 0.470 / 1.75 / 0.184 / 158
after detailed placement: 0.479 / 1.74 / 0.184 / 158
after CTS: 0.489 / 1.71 / 0.407 / 166
after global routing: 0.515 / 1.56 / 0.417 / 166
final: 0.497 / 1.70 / 0.399 / 166
-- layout by cell type (no fill, tap or decap), types with 3 or more instances in the layout --
| cell type | n |
|---|---|
| clkdlybuf4s50_1 | 17 |
| dfxtp_1 | 16 |
| nor2_1 | 7 |
| clkbuf_8 | 6 |
| a21oi_1 | 5 |
| o21ai_0 | 5 |
| inv_1 | 4 |
| xor2_1 | 4 |
| xnor2_1 | 4 |
| o31ai_1 | 3 |
| nand2_1 | 3 |
| nor3_1 | 3 |
| ha_1 | 3 |
| conb_1 | 3 |
Power is estimated from default activity; no workload was simulated.
