==> ./design.v <==
module h_counter(clk,h_count,trig_v);
  input clk;
  output [9:0] h_count;
  output trig_v;
  reg [9:0] h_count;
  reg trig_v;
  initial 
    begin
      h_count=0;
      trig_v=0;
    end
  always @ (posedge clk)
    begin
      if (h_count<799)
        begin
          h_count <= h_count+1;
          if (h_count ==798)
          begin 
            trig_v <=1;
          end
        end
      else
        begin
          trig_v <=0;
          h_count <= 0;        
        end
    end
endmodule
==> ./run.sh <==
#!/bin/bash
# OpenROAD 26Q1-2900-gdf79404cd8, Yosys 0.63+post, stock flow scripts
make -C /OpenROAD-flow-scripts/flow DESIGN_CONFIG=/design/flow/config.mk WORK_HOME=/design/flow/orfs finish
==> ./config.mk <==
export PLATFORM = sky130hd
export DESIGN_NAME = h_counter
export DESIGN_NICKNAME = h_counter
export VERILOG_FILES = /design/flow/design.v
export SDC_FILE = /design/flow/constraint.sdc
export NUM_CORES = 4
export LEC_CHECK = 1
export CORE_AREA = 10 10 74 74
export DIE_AREA = 0 0 84 84
==> ./constraint.sdc <==
current_design h_counter

set clk_period 2.1
set clk_io_pct 0.2

create_clock -name clk0 -period $clk_period [get_ports {clk}]

set non_clock_inputs [all_inputs -no_clocks]
set_input_delay [expr $clk_period * $clk_io_pct] -clock clk0 $non_clock_inputs
set_output_delay [expr $clk_period * $clk_io_pct] -clock clk0 [all_outputs]
==> results_slide.txt <==
Physical Implementation Snapshot

Final layout
  • Layout cells sized above 1: 0.113
  • Utilization after layout: 0.181
  • Final non-filler cell area: ~700 um^2
  • Logic area: between 200 and 300 um^2
  • Flop area: roughly 220 um^2
  • FILL cells: 445
  • Non-Filler Instances: ~120
  • Layout overhead on the synthesized area: 37.1%

Synth
  • Post-synth top area share: 0.419
  • Ys Warns: 1
  • Post-synth top cells: dfxtp_1 (11), nor2_1 (8), nand2_1 (4), xnor2_1 (4)
  • Post-synth EDFFs: 0
  • Top logic family: simple AND/OR/NAND/NOR gates
  • Yosys top cell by area: dfxtp_1
  • Share of flip-flops with an asynchronous set or reset: 0
  • Number of distinct library cells after synthesis: 25
  • Most frequent cell after synthesis: dfxtp_1
  • Mapped Area: about 530 um^2
  • Top cells by area, synth: dfxtp_1 (42%), xnor2_1 (6.7%), nor2_1 (5.7%), ha_1 (4.8%), buf_6 (4.3%)
  • Post-synth regs: 11
  • Mapped Avg Cell Area: 9.06 um^2
  • Mux share: 0
  • Yosys adder share: 0.0476
  • Simple-Gate Area Share: 0.238
  • Post-synth top flop: dfxtp_1
  • XOR/XNOR Fraction of Synth Area: 0.100
  • Yosys synthesis chip area: 526 um^2
  • Ao+oa area frac: 0.131
  • Synthesized instance count: a little under 60
  • Post-synth seq share: 0.419
  • Yosys cell count: 58

Global route
  • Vias in the first global route: between 300 and 400
  • Grt total ovfl: 0
  • Largest net degree at the start of global routing: 10
  • Initial antenna violation count: 0
  • Total GRT Usage: 0.0347
  • First-pass GRT wire length: around 2000 um

STA
  • Slew Viols, Final: 0
  • Cycle use final: 0.807
  • Final Hold Vio Count: 0
  • Clock skew: about 4.1 ps
  • Setup_tns: 0 ps
  • Final setup viols: 0
  • Maximum clock frequency: around 0.6 GHz
  • Least-Margin Pin Slew: approximately 310 ps
  • Final worst slack: between 400 and 500 ps
  • RSZ-0062 raised after global routing: no
  • Worst rel slew slack: 0.793
  • Tmin final: about 1700 ps

Worst setup path
  • R2r startpoint: h_count[0]
  • Critical path's top delay family: buffers and inverters
  • Setup CP Type: reg -> out
  • R2R cell count: 5
  • Crit. Startpoint: h_count[9]
  • Worst Path Max Fanout: 9
  • Crit path cell chain: clkdlybuf4s50_1
  • Critical path depth in cells: 1
  • Crit path DRT: between 1500 and 2000 ps
  • Reg-to-reg setup timing slack: approximately 650 ps
  • CP Buf/Inv Count: 1
  • CP endpoint: h_count[9]
  • CP max stage cell: clkdlybuf4s50_1
  • Startpoint Class: register
  • R2r endpoint: h_count[8]
  • CP Capture Type: output pin
  • CP peak stage delay: between 500 and 600 ps
  • Critical path arrival: ~1300 ps

Drt
  • # diodes: 0
  • Vias per cell: between 3 and 4
  • Via count: approximately 420
  • Post-route ant nets: 0
  • DRC viols: 0
  • Wire length per cell: about 10 um
  • WL final: about 1200 um
  • TritonRoute pass-1 iters: 4
  • 1st-iter DRT viols: 49

Floorplan
  • Site Rows: 23
  • I/O pin cnt: 12
  • Die X-Extent: 84 um
  • Core Region: a little under 0.004 mm^2
  • Init Core Util: 0.132
  • Die Size: between 0.007 and 0.008 mm^2
  • Die y size: around 84 um

Run
  • Max Cap Viol: 0
  • Log Warnings: 26

Clock tree
  • H-Tree Depth: 1
  • Clock transition at path regs: around 50 ps
  • CTS Buffer Depth: 2
  • Postcts setup bufs: 0
  • CTS resizes: 0
  • Late-Pin Clk Latency: 230 ps
  • Clock sinks: 11
  • CTS Hold Bufs: 0
  • CTS Buf Count: 3
  • CTS tree: yes
  • Clk root buf: clkbuf_8

Pwr
  • Leakage: 0.000247 uW
  • Max VDD drop: 0.177 mV
  • Pwr/cell area: between 500 and 600 mW/mm^2

Outcome
  • Status: finished, final reports clean

Placement
  • HPWL Detailed: roughly 940 um
  • DP Worst Slack: between 600 and 700 ps
  • PortBufs: 11
  • Routability cong.: around 0.76
  • Area of placed instances: 676 um^2
  • Placed Cells: about 120

Worst hold path
  • Min-Delay Path Class: reg -> reg
[cells in the final DEF, fill, tap and decap left out, drive strengths merged]
master and count:
o21ai 1, nor3 2, xor2 2, nor3b 1
inv 3, ha 2, nor2 9, o22ai 1
and3 1, nand4 1, a21o 1, or3 1
clkbuf 4, a21boi 1, nand3 3, clkdlybuf4s50 11
nand2 4, dfxtp 11, nor4 1, a21oi 4
a31oi 3, xnor2 4
[per-layer routing]
metal	vias up	track usage	wire length, um
li1	225	-	-
met3	0	0.0217	94
met2	10	0.0502	549
met1	188	0.0448	547
met5	-	0	0
met4	0	0.00152	0
[through the flow]
stage	hold slack, ps	total power [uW]
floorplan	428	213
global placement	466	213
detailed placement	465	213
CTS	473	420
global route	491	436
finish	466	414
[cells by family after synthesis]
family                     after synthesis
AOI/OAI and AO/OA                       11
xor gates and xnor gates                 6
adders and majority gates                2
buffers and inverters                    5
DFF                                     11
and+or+nand+nor                         23
[flip-flops by register name (all words and copies together), names as in the netlist]
signal,cells
h_count,10
trig_v,1
[worst min path at each step]
| stage | from | end | slack (ps) | depth (start not counted) |
|---|---|---|---|---|
| after CTS | trig_v | trig_v | 470 | 2 |
| after global routing | trig_v | trig_v | 490 | 2 |
| final | trig_v | trig_v | 470 | 2 |
[power breakdown]
part	internal (uW)	switching [uW]
clock network	133	71.9
registers	209	0
logic	0	0
total	342	71.9
[cell type report]
cell class	instances	area share
inverter	3	0.0156
clock buffer	4	0.0625
tap	50	0.0868
multi-input combinational	42	0.377
sequential	11	0.306
timing repair buffer	11	0.153
Power figures rest on the tool's default switching activity, not on a simulated workload.
